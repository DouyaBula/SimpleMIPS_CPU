`./run.sh`:
```
#!/bin/bash
# OpenROAD 26Q1-2900-gdf79404cd8, Yosys 0.63+post, stock flow scripts
make -C /OpenROAD-flow-scripts/flow DESIGN_CONFIG=/design/flow/config.mk WORK_HOME=/design/flow/orfs finish
```
`./config.mk`:
```
export PLATFORM = sky130hd
export DESIGN_NAME = TC
export DESIGN_NICKNAME = TC
export VERILOG_FILES = /design/flow/design.v
export SDC_FILE = /design/flow/constraint.sdc
export NUM_CORES = 4
export LEC_CHECK = 1
export CORE_UTILIZATION = 40
```
`./constraint.sdc`:
```
current_design TC

set clk_period 5.7
set clk_io_pct 0.2

create_clock -name clk0 -period $clk_period [get_ports {clk}]

set non_clock_inputs [all_inputs -no_clocks]
set_input_delay [expr $clk_period * $clk_io_pct] -clock clk0 $non_clock_inputs
set_output_delay [expr $clk_period * $clk_io_pct] -clock clk0 [all_outputs]
```
`./design.v`:
```
`timescale 1ns / 1ps
module TC(
    input clk,
    input reset,
    input [31:2] Addr,
    input WE,
    input [31:0] Din,
	output [31:0] Dout,
    output IRQ
);
	reg [1:0] state;
	reg [31:0] mem [2:0];
	wire [31:0] Test_ctrl;
	assign Test_ctrl = mem[0];
	wire [31:0] Test_preset;
	assign Test_preset = mem[1];
	wire [31:0] Test_count;
	assign Test_count = mem[2];
	reg _IRQ;
	assign IRQ = mem[0][3] & _IRQ;
	assign Dout = mem[Addr[3:2]];
	wire [31:0] load = Addr[3:2] == 0 ? {28'h0, Din[3:0]} : Din;
	integer i;
	always @(posedge clk) begin
		if(reset) begin
			state <= 0; 
			for(i = 0; i < 3; i = i+1) mem[i] <= 0;
			_IRQ <= 0;
		end
		else if(WE) begin
			mem[Addr[3:2]] <= load;
		end
		else begin
			case(state)
				2'b00 : if(mem[0][0]) begin
					state <= 2'b01;
					_IRQ <= 1'b0;
				end
				2'b01 : begin
					mem[2] <= mem[1];
					state <= 2'b10;
				end
				2'b10  : 
					if(mem[0][0]) begin
						if(mem[2] > 1) mem[2] <= mem[2]-1;
						else begin
							mem[2] <= 0;
							state <= 2'b11;
							_IRQ <= 1'b1;
						end
					end
					else state <= 2'b00;
				default : begin
					if(mem[0][2:1] == 2'b00) mem[0][0] <= 1'b0;
					else _IRQ <= 1'b0;
					state <= 2'b00;
				end
			endcase
		end
	end
endmodule
```
==> out/metrics.cfg <==
[route]
num_antenna_cells = 0
drc = 0
finalWirelength_um = 17900
first_pass_iters = 5
vias = 4965
avgRoutedWirePerCell_um = 20.4
ant_nets = 0
viasPerCell = 5.64
drtIter0Drc = 278

[clock_network]
cts.sink_count = 133
postCtsSetupBuffers = 0
clock.latency.late_pin_ns = 0.42
clk_path_buf_depth = 2
path_clk_slew_ns = 0.06
cts_made_buffers = 17
cts_hold_buf = 0
htree_levels = 4
ctsResizeCount = 0
cts_tree = built
cts_root_buf = clkbuf_16

[grt]
grtUsageTotal = 0.227
grt_busiest_layer = met2
grt_max_degree = 40
met2_usage = 0.348
met1_usage = 0.321
grt_pass1_wl_um = 28000
met3_usage = 0.106
antenna_found_initial = 0
grt_overflow = 0
grt_pass1_vias = 5219

[synthesis]
netlist_top_cells_count = 128 x edfxtp_1, 81 x nor2_1, 43 x nand2_1, 32 x mux4_2, 31 x clkbuf_1
ff_type = edfxtp_1
synth-edff-count = 128
ys_cells = 552
synth.cell_area_um2 = 6800
ys_warn_count = 1
netlist.area_leader.share = 0.566
ys_seq_frac = 0.580
synth_cell_types = 54
synth-async-reset-ratio = 0
top_cell = edfxtp_1
ys_area_um2 = 6800
synth_cells = 552
synth_top_cell_by_area = edfxtp_1
top_cells_by_area = edfxtp_1 57%, mux4_2 11%, nor2_1 4.5%, xor2_1 2.4%, nand2_1 2.4%
avgSynthCellArea_um2 = 12.3
ys_ff = 133

[placement]
portBuffers = 69
dp_worst_setup_slack_ns = 1.30
gp_congestion = 0.856
dp_hpwl_um = 11100

[final_timing]
fin_crit_ns = 4.36
tightest_slew_ns = 0.997
worst_clock_skew_ns = 0.00805
slew_headroom = 0.330
finalSetupTns_ns = 0
fmax_mhz = 230
worst_slack_ns = 1.34
slew_violations = 0
finalHoldViolations = 0
fin_crit_sh = 0.764
rsz0062_at_grt = no
setup_violations = 0

[power_and_ir_drop]
netSwitchingPower_uw = 534
combPwrFrac = 0.115
clockPowerShare = 0.390
p_seq_frac = 0.495
p_per_area_nw_per_um2 = 281
internal_power_uw = 1820
peakVddDrop_mv = 0.210
swShare = 0.227
power_uw = 2360
p_leak_uw = 0.00308

[worst_setup_path]
cp-start-kind = input port
r2r_start = mem[2][16]
slowest_delay_ns = 0.61
slowest_stage = buf_2
critPathBufInv = 3
path_class = input port to output port
path_cells = buf_2 > buf_4 > mux4_2 > clkdlybuf4s50_1
required_ns = 4.56
critPathMaxFanout = 21
cp.arrival_ns = 3.22
cp_top_family = buffers and inverters
end_kind = output port
crit_path_start = Addr[2]

[floorplanning]
rows = 47
die_w_um = 132
coreArea_um2 = 16600
io_pins = 98
initial_core_util = 0.410
die_h_um = 132
design.die.area_um2 = 17500

[run]
cap_viol_max_count = 0
warning_count = 54

[outcome]
status = completed

[cells_and_area]
drive_above_1_share = 0.142
area_delta_synth_final_pct = 23.2

[hold_path]
hold_start = state[3]
hp-class = flip-flop to flip-flop

layout by cell type (no fill, tap or decap), types with 6 or more instances in the layout:
master	synthesis	layout
edfxtp_1	128	128
nor2_1	81	81
clkdlybuf4s50_1	0	67
nand2_1	43	43
mux4_2	32	32
nand3_1	30	30
conb_1	1	28
nor3_1	24	23
a21oi_1	20	20
xor2_1	19	19
clkbuf_16	0	17
buf_4	0	17
and2_1	14	14
and3_1	12	12
nor4_1	13	11
a221oi_1	9	9
inv_1	8	8
xnor2_1	8	8
clkbuf_1	31	8
nor4_2	4	6
or4_1	6	6
or3_1	6	6
stage by stage:
| step | cells | cell area, um^2 | utilization | hold WS (ns) |
|---|---|---|---|---|
| 2_1_floorplan | 579 | 6900 | - | 0.423 |
| 3_3_place_gp | 849 | 7890 | 0.476 | 0.440 |
| 3_5_place_dp | 849 | 7890 | 0.476 | 0.455 |
| 4_1_cts | 880 | 8380 | 0.505 | 0.463 |
| 5_1_grt | 880 | 8380 | 0.505 | 0.503 |
| 6_report | 880 | 8380 | 0.505 | 0.467 |
layout make-up:
| type | instances | area, um^2 |
|---|---|---|
| Multi-Input combinational cell | 401 | 2810 |
| Clock inverter | 6 | 31.3 |
| Sequential cell | 133 | 3940 |
| Fill cell | 1440 | 8210 |
| Clock buffer | 25 | 455 |
| Timing Repair Buffer | 87 | 828 |
| Tap cell | 220 | 275 |
| Inverter | 8 | 30.0 |
path summary, 6_finish.rpt:
check | endpoint | slack [ns] | cells past startpoint
worst max register to register | mem[2][27] | 2.93 | 6
worst min-delay path | state[3] | 0.47 | 2
worst min register to register | state[3] | 0.47 | 2
worst max-delay path | Dout[27] | 1.34 | 4
flip-flops by register name, summed over array words and instances, names as in the netlist:
signal,cells
_IRQ,1
state,4
mem,128
kinds of logic (layout without fill, tap and decap cells):
logic type                 count (synthesis)  in the layout  synth area share
and+or+nand+nor                          253            253             0.187
adders and majority gates                  2              2           0.00368
other                                      1             28          0.000552
buffers and inverters                     45            126            0.0261
AOI/OAI and AO/OA                         58             58            0.0602
DFF                                      133            133             0.580
muxes                                     33             33             0.108
xor gates and xnor gates                  27             27            0.0348
power by group through the flow:
stage | clock network, uW | registers (uW) | logic, uW
final | 918 | 1170 | 272
after global routing | 968 | 1170 | 297
after CTS | 928 | 1170 | 274
worst reg2reg max path: stages (launching register included):
cell and delay, ns:
edfxtp_1 0.47, or4_1 0.72, or2_1 0.42, nor4b_2 0.38
xor2_1 0.12, a221oi_1 0.32, nor2_1 0.08
metal layers:
metal	wire (um)	share of wire	vias up
met5	0	0	-
met4	283	0.016	0
met3	1870	0.10	22
met2	8660	0.48	267
met1	7110	0.40	2405
li1	-	-	2271
No activity file was given, so power comes from the tool's default toggle rates.
